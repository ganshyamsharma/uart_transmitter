==> flow/design.v <==
module uart_tx #(parameter clk_per_bit = 10417)  
(
	input i_clk, i_tx_start,
	input [7:0] i_tx_byte,
	output o_tx_busy, o_tx_done, 
	output reg o_tx_serial_data 
);
	reg [7:0] r_byte_data;
	reg [2:0] r_state = 0, r_next_state;
	reg [$clog2(clk_per_bit)-1 : 0] r_clk_count = 0;
	reg [3:0] r_bit_index = 0;
	localparam s_idle = 3'd0;
	localparam s_tx_start_bit = 3'd1;
	localparam s_tx_data = 3'd2;
	localparam s_tx_stop_bit = 3'd3;
	localparam s_final = 3'd4;
	always @(*) begin
		case(r_state)
			s_idle:
				begin
					r_next_state = i_tx_start ? s_tx_start_bit : s_idle;
				end
			s_tx_start_bit:
				begin
					r_next_state = (r_clk_count == clk_per_bit-1) ? s_tx_data : s_tx_start_bit;
				end
			s_tx_data:
				begin
					r_next_state = (r_bit_index == 8) ? s_tx_stop_bit : s_tx_data;
				end
			s_tx_stop_bit:
				begin
					r_next_state = (r_clk_count == clk_per_bit-1) ? s_final : s_tx_stop_bit;
				end
			s_final:
				begin
					r_next_state = s_idle;
				end
			default: 
				begin
					r_next_state = s_idle;
				end
		endcase
	end
	always @(posedge i_clk) begin
		r_state <= r_next_state;
		case(r_state)
			s_tx_start_bit:
				begin	
				    o_tx_serial_data <= 1'b0;	
				    r_byte_data <= i_tx_byte;								
					if(r_clk_count == clk_per_bit-1) begin
						r_clk_count <= 0;					
					end
					else
						r_clk_count <= r_clk_count + 1;
				end
			s_tx_data:
				begin
					if(r_bit_index < 8) begin
						if(r_clk_count == clk_per_bit-1) begin
							r_bit_index <= r_bit_index + 1;
							r_clk_count <= 0;
						end
						else begin
							r_clk_count <= r_clk_count + 1;
							o_tx_serial_data <= r_byte_data[r_bit_index];
						end
					end
					else
						r_bit_index <= 0;	
				end
			s_tx_stop_bit:
				begin
					o_tx_serial_data <= 1;
					if(r_clk_count == clk_per_bit-1)
						r_clk_count <= 0;
					else
						r_clk_count <= r_clk_count + 1;
				end
	endcase
	end
	assign o_tx_busy = (r_state == s_tx_start_bit) | (r_state == s_tx_data) | (r_state == s_tx_stop_bit) | (r_state == s_final);
	assign o_tx_done = (r_state == s_final);
endmodule
==> flow/constraint.sdc <==
current_design uart_tx

set clk_period 2.7
set clk_io_pct 0.2

create_clock -name clk0 -period $clk_period [get_ports {i_clk}]

set non_clock_inputs [all_inputs -no_clocks]
set_input_delay [expr $clk_period * $clk_io_pct] -clock clk0 $non_clock_inputs
set_output_delay [expr $clk_period * $clk_io_pct] -clock clk0 [all_outputs]
==> flow/run.sh <==
#!/bin/bash
# OpenROAD 26Q1-2900-gdf79404cd8, Yosys 0.63+post, stock flow scripts
make -C /OpenROAD-flow-scripts/flow DESIGN_CONFIG=/design/flow/config.mk WORK_HOME=/design/flow/orfs finish
==> flow/config.mk <==
export PLATFORM = sky130hd
export DESIGN_NAME = uart_tx
export DESIGN_NICKNAME = uart_tx
export VERILOG_FILES = /design/flow/design.v
export SDC_FILE = /design/flow/constraint.sdc
export NUM_CORES = 4
export LEC_CHECK = 1
export CORE_UTILIZATION = 30
==> qor.yml <==
power_and_ir_drop:
  p_leak_uw: 0.000604
  ir_drop_uv: 346
  p_int_uw: 942
  switchingPower_uw: 383
  p_clk_share_pct: 25.2
  seq_power_share_pct: 58.1
  comb_power_share_pct: 16.7
  powerDensity_nw_per_um2: 750
  swShare_pct: 28.9
cts:
  clk_latency_ps: 280
  cts_resized: 0
  cts_max_level: 2
  cts_tree: "yes"
  cts.sinks: 30
  postCtsHoldBufs: 0
  clockBufferDepth: 2
  clk_pin_slew_ps: 60
  root_buffer: "clkbuf_8"
  cts_setup_buffers: 0
  cts_buffers: 5
setup_path:
  critPathLaunchType: "register"
  cp-end-kind: "register"
  arrival_ps: 2000
  required_ps: 2640
  rrSetupSlack_ps: 650
  timing_worst_setup_path_type: "register to register"
  crit_fanout: 7
die:
  fp-row-count: 25
  ios: 13
  fp_util_pct: 31.4
  die_height_um: 72.3
  die_w_um: 72.3
  chipArea_um2: 5220
  core_um2: 4720
logic_synthesis:
  avgSynthCellArea_um2: 12.1
  ys_types: 34
  netlist_area_um2: 1480
  ys_cells: 122
  yosys-stat-area_um2: 1480
  ff_type: "edfxtp_1"
  synth_cells: 122
  ys_seq_share_pct: 58.8
  synth_async_sr_flop_share_pct: 0
  yosysWarnings: 1
  ys.flops: 30
  edf_count: 27
drt:
  postRouteAntennaNets: 0
  wirelength_um: 2360
  vias_per_cell: 4.60
  vias: 956
  wl_per_cell_um: 11.4
  drtIter0Drc: 65
  drc: 0
  n_antenna_cell: 0
  dr.pass1.iters: 4
global_route:
  grt_pass1_wl_um: 4110
  gr-total-overflow: 0
  grt_pass1_vias: 928
  antenna_found_initial: 0
  grt_max_degree: 15
  grt_use_total_pct: 10.8
final_timing:
  finalSetupViolCount: 0
  tns_ps: 0
  finClkSkew_ps: 7.32
  max-slew-margin-rel_pct: 75.1
  min_period_ps: 2050
  final_max_slew_viol_count: 0
  rsz0062_at_grt: "false"
  hold_viol_final: 0
  fin_crit_sh_pct: 76.1
  fmax_mhz: 487
  max_slew.worst_pin.slew_ps: 369
place:
  gp_congestion: 0.847
  portBuffers: 12
  dp_hpwl_um: 1700
final_layout:
  final_layout_top_logic_cell: "edfxtp_1"
  fin_util_pct: 37.4
  layout_top_cells: "edfxtp_1 (27), nor2_1 (18), clkdlybuf4s50_1 (12)"
  syn_to_final_growth_pct: 19.3
  drive_gt1_share_pct: 10.6
worst_hold_path:
  min_path_type: "register to register"
outcome:
  status: "finished clean"
job:
  drv_cap: 0
  openroad.warnings: 27
power by group through the flow:
| stage | sequential (µW) | clock (µW) | combinational [µW] |
|---|---|---|---|
| final | 770 | 333 | 222 |
| after global routing | 794 | 370 | 251 |
| after CTS | 769 | 345 | 222 |
state kept, by name (all words and copies together), names as in the netlist:
name / cells
o_tx_serial_data: 1
r_byte_data: 8
r_state: 3
r_bit_index: 4
r_clk_count: 14
worst max-delay path, stage by stage, from the launching register on:
cell	delay, ps
edfxtp_1	440
inv_1	80
ha_1	160
nor4bb_1	290
and4_1	400
nor2_1	90
nor3_2	270
synth_stat cells, drive strengths merged (3+ instances only):
master / number / area (µm²)
edfxtp: 27 / 811
nor2: 18 / 67.6
nor3: 9 / 55.1
nand3: 7 / 35.0
xor2: 7 / 61.3
inv: 5 / 18.8
nand2: 5 / 18.8
xnor2: 5 / 43.8
ha: 4 / 50.1
and2: 3 / 18.8
and4: 3 / 27.5
dfxtp: 3 / 60.1
kinds of logic after synthesis:
group | after synthesis | synth area share (%)
xor+xnor | 12 | 7.09
mux | 3 | 3.72
compound gates | 5 | 2.03
simple gates | 60 | 22.8
buf+inv | 8 | 2.20
fa+ha+maj | 4 | 3.38
flops | 30 | 58.8
metal layers:
layer / global-route usage (%) / vias to the layer above / wire length [µm]
li1: - / 478 / -
met2: 15.8 / 25 / 1030
met4: 1.09 / 0 / 0
met5: 0 / - / 0
met3: 3.10 / 0 / 118
met1: 17.7 / 453 / 1210
per-stage QoR:
step / instance area [µm²] / hold WS (ps) / std cells / power (µW) / setup slack (ps)
after detailed placement: 1690 / 567 / 200 / 995 / 663
after global placement: 1690 / 561 / 200 / 994 / 746
after floorplan: 1480 / 559 / 122 / 922 / 884
final: 1770 / 574 / 208 / 1330 / 646
after global routing: 1770 / 621 / 208 / 1410 / 432
after CTS: 1770 / 576 / 208 / 1340 / 621
cell type report:
| type | count | area (µm²) |
|---|---|---|
| sequential | 30 | 871 |
| clock inverter | 2 | 8.76 |
| tap | 67 | 83.8 |
| inverter | 5 | 18.8 |
| fill | 467 | 2960 |
| multi-input combinational | 84 | 578 |
| clock buffer | 6 | 72.6 |
| timing repair buffer | 14 | 135 |
path summary, 6_finish.rpt:
path	from	endpoint	depth (start not counted)
setup reg to reg	r_clk_count[0]$_SDFFCE_PP0P_	r_bit_index[0]$_SDFFCE_PP0P_	6
hold / removal	r_state[2]$_DFF_P_	r_state[0]$_DFF_P_	1
setup / recovery	r_clk_count[0]$_SDFFCE_PP0P_	r_bit_index[0]$_SDFFCE_PP0P_	6
hold reg to reg	r_state[2]$_DFF_P_	r_state[0]$_DFF_P_	1
Power figures rest on the tool's default switching activity, not on a simulated workload.
